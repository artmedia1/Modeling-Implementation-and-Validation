==> design/flow/design.v <==
module EECS3216_Lab3 (cin, temp, sevenSegDisplay, leftLights, rightLights, leftLightSwitch, rightLightSwitch);
input cin, leftLightSwitch, rightLightSwitch;
reg[31:0] count;
reg [1:0] rightLedCount;
reg [1:0] leftLedCount;
reg [1:0] rightContinuousBlinker;
reg [1:0] leftContinuousBlinker;
reg error = 0;
output reg [6:0] sevenSegDisplay;
output reg [2:0] leftLights;
output reg [2:0] rightLights;
output reg [3:0] temp;
parameter D = 32'd25000000;
always @(posedge cin)
begin
	if (!leftLightSwitch) begin
		leftLights <= 3'b000;
		leftLedCount <= 0;
		leftContinuousBlinker <= 0;
	end
	if (!rightLightSwitch) begin
		rightLights <= 3'b000;
		rightLedCount <= 0;
		rightContinuousBlinker <= 0;
	end 
	if (leftLightSwitch & rightLightSwitch) begin
		error <= 1;
		rightLedCount <= 0;
		leftLedCount <= 0;
		rightContinuousBlinker <= 0;
		leftContinuousBlinker <= 0;
	end	
	else begin
		sevenSegDisplay <= 7'b1111111;
		error <= 0;
	end		
	count <= count + 32'd1;
	if (count >= (D - 1)) begin
         count <= 32'd0;
			if (error == 1) begin
				rightLights <= 3'b000;
				leftLights <= 3'b000;
				sevenSegDisplay <= 7'b0000110;
			end
			else if (leftLightSwitch) begin
				if (leftContinuousBlinker == 2'd3)
					leftLights <= 3'b111;
				else begin
					case (leftLedCount)
						2'd0: leftLights <= 3'b001;
						2'd1: leftLights <= 3'b011;
						2'd2: leftLights <= 3'b111;
						default: leftLights <= 3'b000;
					endcase
					if (leftLedCount == 2'd3) begin
						leftLedCount <= 0;
						leftContinuousBlinker <= leftContinuousBlinker + 2'd1;
					end
					else
						leftLedCount <= leftLedCount + 2'd1;
				end
			end
			else begin
				if (rightContinuousBlinker == 2'd3)
					rightLights <= 3'b111;
				else begin
					case (rightLedCount)
						2'd0: rightLights <= 3'b100;
						2'd1: rightLights <= 3'b110;
						2'd2: rightLights <= 3'b111;
						default: rightLights <= 3'b000;
					endcase
					if (rightLedCount == 2'd3) begin
						rightLedCount <= 0;
						rightContinuousBlinker <= rightContinuousBlinker + 2'd1;
					end
					else
						rightLedCount <= rightLedCount + 2'd1;
				end
			end
	end
end
endmodule 
==> design/flow/run.sh <==
#!/bin/bash
# OpenROAD 26Q1-2900-gdf79404cd8, Yosys 0.63+post, stock flow scripts
make -C /OpenROAD-flow-scripts/flow DESIGN_CONFIG=/design/flow/config.mk WORK_HOME=/design/flow/orfs finish
==> design/flow/config.mk <==
export PLATFORM = sky130hd
export DESIGN_NAME = EECS3216_Lab3
export DESIGN_NICKNAME = EECS3216_Lab3
export VERILOG_FILES = /design/flow/design.v
export SDC_FILE = /design/flow/constraint.sdc
export NUM_CORES = 4
export LEC_CHECK = 1
export CORE_UTILIZATION = 30
==> design/flow/constraint.sdc <==
current_design EECS3216_Lab3

set clk_period 4.2
set clk_io_pct 0.2

create_clock -name clk0 -period $clk_period [get_ports {cin}]

set non_clock_inputs [all_inputs -no_clocks]
set_input_delay [expr $clk_period * $clk_io_pct] -clock clk0 $non_clock_inputs
set_output_delay [expr $clk_period * $clk_io_pct] -clock clk0 [all_outputs]
==> results.yml <==
# implementation run metrics
cells_and_area:
  layout_top_cell: "dfxtp_1"
  final_cells: 373
  final_core_util: 0.361
  final_cell_mix: "dfxtp_1 (54), nor2_1 (40), nand2_1 (22)"
  final_cell_area_mm2: 0.00266
  drive_above_1_share: 0.0766
  syn_to_final_growth_pct: 14.2
global_route:
  overflow: 0
  grt_pass1_vias: 1590
  grt_max_degree: 25
  antenna_found_initial: 0
  grt_pass1_wl_mm: 7.19
  track_usage: 0.106
final_timing:
  final-max-slew-violation-count: 0
  setup_viol: 0
  skew_ns: 0.0158
  max_freq_ghz: 0.433
  fin_setup_tns_ns: 0
  slew_headroom: 0.491
  rsz0062_at_grt: "no"
  fin_crit_sh: 0.550
  hold_viol: 0
  min_period_ns: 2.31
  tightestPinTransition_ns: 0.762
clock_tree:
  clk_latency_ns: 0.31
  holdBufCountCts: 0
  cts_inserted_buffers: 5
  cts-root-buf: "clkbuf_8"
  cts.sinks: 54
  postCtsSetupBuffers: 0
  cts.reportedPaths.clkPinSlew_ns: 0.10
  cts_tree: "done"
  clk_path_buf_depth: 2
  postCtsResizedCells: 0
  cts.htree.levels: 2
floorplan:
  die_w_um: 90.1
  rows: 31
  fp_util: 0.316
  io_pins: 20
  die-area_mm2: 0.00812
  die_h_um: 90.1
  core-area_mm2: 0.00737
worst_setup_path:
  critPathLaunch: "count[0]"
  reg2reg_setup_slack_ns: 1.89
  worst_setup_path_end_kind: "flop"
  crit_fanout: 24
  arrival_ns: 2.49
  timing.rr.start: "count[0]"
  r2r_end: "count[24]"
  cp-endpoint: "count[24]"
  path_class: "flop to flop"
  cp-start-kind: "flop"
  worstPathRequired_ns: 4.38
  r2r_cells: 7
route:
  initialDrtViolationCount: 60
  diodes: 0
  drt-total-wl_mm: 3.96
  firstDrtPassIters: 5
  ant_nets: 0
  vias: 1657
  routedWlPerCell_um: 10.6
  drc: 0
  via_per_inst: 4.44
min_path:
  hold_path_class: "flop to flop"
logic_synthesis:
  synth-main-ff-cell: "dfxtp_1"
  synth-cells-yosys: 253
  edf_count: 0
  synth_seq_share: 0.464
  syn-instance-count: 253
  synth.ff_latch_count: 54
  avgSynthCellArea_um2: 9.20
  synthDistinctLibCells: 42
  netlist_area_mm2: 0.00233
  yosysChipArea_mm2: 0.00233
  yosysWarnings: 5
  async_flop_share: 0
placed_design:
  placed_area_mm2: 0.00257
  hpwl_mm: 2.70
  dp.cells: 365
  io_buffers: 15
  finalWeightedCongestion: 0.774
pwr:
  leakagePower_nw: 0.940
  p_total_mw: 0.896
  comb_power_share: 0.075
  clkPwrFrac: 0.316
  p_int_mw: 0.690
  p_seq_frac: 0.609
  switchingPower_mw: 0.206
  peakVddDrop_mv: 0.129
  powerDensity_mw_per_mm2: 337
  switching_share: 0.229
outcome:
  outcome: "finished, final reports clean"
run:
  cap_viol_max_count: 0
  warning_count: 27
sequential cells by signal (all words and copies together) (netlist names):
register	cells
leftLights	3
rightLedCount	2
error	1
leftContinuousBlinker	2
rightLights	3
rightContinuousBlinker	2
count	32
sevenSegDisplay	7
leftLedCount	2
kinds of logic (layout without fill, tap and decap cells):
group / count (synthesis) / in the layout / synth area share
AND-OR/OR-AND: 29 / 29 / 0.110
XOR/XNOR: 22 / 22 / 0.0828
adder cells (fa/ha/maj): 7 / 7 / 0.0376
buffers and inverters: 22 / 33 / 0.0484
flip-flops: 54 / 54 / 0.464
multiplexers: 6 / 6 / 0.0258
other: 1 / 11 / 0.00161
AND/OR/NAND/NOR: 112 / 112 / 0.230
how the worst min path moves through the flow:
| stage | slack, ns | to | start | cells after the start |
|---|---|---|---|---|
| finish | 0.45 | sevenSegDisplay[2] | sevenSegDisplay[2] | 1 |
| global route | 0.48 | sevenSegDisplay[2] | sevenSegDisplay[2] | 1 |
| CTS | 0.45 | sevenSegDisplay[2] | sevenSegDisplay[2] | 1 |
metal layers:
layer,global-route usage,wire (um),share of wire,vias to the layer above
met3,0.0215,152,0.038,2
met5,0,0,0,-
met2,0.159,1730,0.44,27
li1,-,-,-,887
met4,0.0161,48,0.012,0
met1,0.164,2030,0.51,741
cell type report:
type	count	area, um2
well taps	99	124
clock inverters	2	13.8
clock buffers	6	72.6
fillers	741	4710
flip-flops and latches	54	1080
multi-input cells	187	1170
repair buffers	17	165
inverters	8	30.0
cell usage after synthesis (2+ instances only):
cell | count | area (um2)
nand4_1 | 6 | 37.5
dfxtp_1 | 54 | 1080
xnor2_1 | 15 | 131
clkbuf_1 | 4 | 15.0
a21oi_1 | 8 | 40.0
buf_4 | 5 | 37.5
and4_1 | 2 | 17.5
nor4_1 | 4 | 25.0
o41ai_2 | 3 | 48.8
or2_2 | 3 | 18.8
mux2i_1 | 6 | 60.1
o22ai_1 | 3 | 18.8
ha_1 | 7 | 87.6
nor2b_1 | 4 | 25.0
nand2_1 | 22 | 82.6
and3_1 | 5 | 31.3
nor2_1 | 40 | 150
inv_1 | 8 | 30.0
nor3_1 | 8 | 40.0
nor3b_1 | 2 | 15.0
buf_2 | 3 | 15.0
xor2_1 | 7 | 61.3
nand2b_1 | 3 | 18.8
a211o_1 | 4 | 35.0
nand3_1 | 10 | 50.1
power groups by stage:
stage / clock network, mW / logic (mW) / registers [mW]
after CTS: 0.301 / 0.0691 / 0.546
final: 0.283 / 0.0676 / 0.546
after global routing: 0.312 / 0.0783 / 0.549
worst max-delay path: stages, from the launching register on:
cell and delay, ns:
dfxtp_1 0.41, ha_1 0.23, nand2_1 0.13, o211ai_1 0.21
o2111ai_2 0.39, nand2_1 0.40, buf_4 0.34, nor2_1 0.08
per-stage QoR:
stage	setup slack [ns]	hold slack, ns
finish	1.89	0.446
global route	1.64	0.475
CTS	1.86	0.453
detailed placement	1.76	0.429
global placement	1.76	0.427
floorplan	2.45	0.390
No activity file was given, so power comes from the tool's default toggle rates.
