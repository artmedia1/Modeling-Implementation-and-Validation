==> design.v <==
module EECS3216_Lab2 (cin, reset, led, switch, holder);
input cin, reset;
input switch;  
reg[31:0] count;
reg ignore = 0;
reg toggle;
reg twoSecondDelay = 1;
reg [1:0] delay = 2'b0;
reg [22:0] timer = 23'b0;
reg [3:0] currentLed = 4'b0;
output reg [7:0] led;
output reg [1:0] holder = 2'b00;
reg [31:0] D = 32'd25000000;
always @(posedge cin)
begin
		if (ignore == 1)begin
			timer <= timer + 23'b1;
		end
		else if (reset == 1'b0)begin
			led <= 8'b00000000;
			currentLed <= 0;
			D <= 32'd25000000;
			twoSecondDelay <= 1;
			ignore <= 1;
		end
		if (timer  == 23'd5000000) begin
			timer <= 23'd0;
			ignore <= 0;
		end
		count <= count + 32'd1;
      if (count >= (D - 1)) begin  
         count <= 32'd0;
			toggle <= ~toggle;
			if(toggle)begin
				case (currentLed)
					4'd1: led <= 8'b10000000;
					4'd2: led <= 8'b11000000;
					4'd3: led <= 8'b11100000;
					4'd4: led <= 8'b11110000;
					4'd5: led <= 8'b11111000;
					4'd6: led <= 8'b11111100;
					4'd7: led <= 8'b11111110;
					4'd8: led <= 8'b11111111;
					default: led <= 8'b00000000;
				endcase
				if(currentLed == 4'd8)begin
					currentLed <= 4'd0;
					twoSecondDelay <= 1;
				end
				else begin
					currentLed <= currentLed + 4'd1;
				end
			end
			else begin
				if(switch)begin
					D <= 32'd25000000;
					twoSecondDelay <= 1;
				end
				else begin					
					if(twoSecondDelay == 1 && currentLed > 0) begin
						D <= 32'd50000000;
						twoSecondDelay <= 0;
					end
					else begin
						D <= D / 2;
					end
				end
			end
		end
end
endmodule
==> run.sh <==
#!/bin/bash
# OpenROAD 26Q1-2900-gdf79404cd8, Yosys 0.63+post, stock flow scripts
make -C /OpenROAD-flow-scripts/flow DESIGN_CONFIG=/design/flow/config.mk WORK_HOME=/design/flow/orfs finish
==> config.mk <==
export PLATFORM = sky130hd
export DESIGN_NAME = EECS3216_Lab2
export DESIGN_NICKNAME = EECS3216_Lab2
export VERILOG_FILES = /design/flow/design.v
export SDC_FILE = /design/flow/constraint.sdc
export NUM_CORES = 4
export LEC_CHECK = 1
export CORE_UTILIZATION = 50
==> constraint.sdc <==
current_design EECS3216_Lab2

set clk_period 8.3
set clk_io_pct 0.2

create_clock -name clk0 -period $clk_period [get_ports {cin}]

set non_clock_inputs [all_inputs -no_clocks]
set_input_delay [expr $clk_period * $clk_io_pct] -clock clk0 $non_clock_inputs
set_output_delay [expr $clk_period * $clk_io_pct] -clock clk0 [all_outputs]
==> impl_metrics.env <==
# flow metrics
export IMPL_path_cells="inv_1, ha_1, nor3b_1, and3_1, and2_1, nand3_2, nor2_1, xnor2_1, ha_1, nand4_1, nor4_2, a21o_2, buf_4"
export IMPL_end_kind="flop"
export IMPL_syn_area_mm2=0.00553
export IMPL_fp_util=0.512
export IMPL_clock_sinks=102
export IMPL_yosysWarnings=1
export IMPL_slew_headroom=0.425
export IMPL_worstSetupStartpointType="flop"
export IMPL_finalWirelength_mm=10.2
export IMPL_post_route_cell_area_mm2=0.00589
export IMPL_setup_violations=0
export IMPL_place_inst=739
export IMPL_syn_avg_cell_area_um2=9.11
export IMPL_cpMostUsedCell="ha_1"
export IMPL_h_tree_depth=3
export IMPL_edf_count=1
export IMPL_post_drt_wl_per_cell_um=13.5
export IMPL_dp_slack_ps=4090
export IMPL_critPathArrivalTime_ps=4270
export IMPL_period_minus_slack_ps=4230
export IMPL_dp_hpwl_mm=7.40
export IMPL_irDropWorstVdd_v=0.000124
export IMPL_cp_slowest_cell="nor3b_1"
export IMPL_tightest_slew_ps=860
export IMPL_synthCells=607
export IMPL_synth_cell_types=55
export IMPL_cp_data_required_time_ps=8340
export IMPL_crit_fanout=34
export IMPL_ys_flops=102
export IMPL_grt_max_degree=35
export IMPL_period_used=0.509
export IMPL_power_density_mw_per_mm2=140
export IMPL_ys_flop_type="dfxtp_1"
export IMPL_diodes=0
export IMPL_num_rows=38
export IMPL_ios=13
export IMPL_drc=0
export IMPL_avgViaCountPerCell=5.43
export IMPL_grt_pass1_vias=3820
export IMPL_drt_iter0_drc=235
export IMPL_synthToLayoutAreaGrowth_pct=6.47
export IMPL_chipArea_mm2=0.0115
export IMPL_io_buffers=10
export IMPL_drive_above_1_share=0.0651
export IMPL_drv_slew=0
export IMPL_grt_antenna_before_repair=0
export IMPL_cts_tree="built"
export IMPL_cts_root_buffer="clkbuf_8"
export IMPL_vias=4091
export IMPL_cts_resized=0
export IMPL_yosysTopAreaCell="dfxtp_1"
export IMPL_yosysCellCount=607
export IMPL_async_flop_share=0
export IMPL_hold_viol=0
export IMPL_setup_ws_ps=4070
export IMPL_cts_buffers=9
export IMPL_skew_ps=5.84
export IMPL_placed_cell_area_mm2=0.00569
export IMPL_fmax_ghz=0.237
export IMPL_core_mm2=0.0108
export IMPL_gr_total_overflow=0
export IMPL_dr_pass1_iters=4
export IMPL_instances_no_fill=754
export IMPL_hold_buffers=0
export IMPL_insertion_delay_ps=370
export IMPL_seq_area_frac_synth=0.371
export IMPL_status="finished clean"
export IMPL_clk_pin_slew_ps=100
export IMPL_rsz0062_at_grt="no"
export IMPL_path_class="reg2reg"
export IMPL_p_leak_nw=2.49
export IMPL_synth_top_cell_area_share=0.366
export IMPL_clock_path_buffers=2
export IMPL_grt_pass1_wl_mm=17.9
export IMPL_die_width_um=107
export IMPL_gp_routability_congestion=0.882
export IMPL_ant_nets=0
export IMPL_hold_class="reg2reg"
export IMPL_final_util=0.546
export IMPL_cts_setup_buffers=0
export IMPL_grt_usage=0.198
export IMPL_ys_top_cells_by_area="dfxtp_1 (37%), ha_1 (9.0%), xnor2_1 (7.3%)"
export IMPL_critPathMaxStageDelay_ps=530
export IMPL_yosysChipArea_mm2=0.00553
export IMPL_fp_dieH_um=107
export IMPL_drv_cap=0
export IMPL_fin_tns_setup_ps=0
export IMPL_warnings=28
==> stage by stage <==
step	power (W)	hold slack, ps
after floorplan	0.000517	424
after global placement	0.000520	448
after detailed placement	0.000520	460
after CTS	0.000837	475
after global routing	0.000859	498
final	0.000825	468
==> worst paths after layout <==
path	depth (start not counted)	end	start	slack [ps]
worst max-delay path	13	toggle	D[0]	4070
worst min-delay path	2	led[7]	led[7]	470
worst max register to register	13	toggle	D[0]	4070
worst min register to register	2	led[7]	led[7]	470
==> cell families after synthesis <==
| group | Yosys count | synth area share |
|---|---|---|
| fa+ha+maj | 40 | 0.0905 |
| compound gates | 77 | 0.106 |
| xor+xnor | 82 | 0.130 |
| mux | 18 | 0.0328 |
| simple gates | 237 | 0.224 |
| flops | 102 | 0.371 |
| other cells | 1 | 0.000678 |
| buf+inv | 50 | 0.0448 |
==> sequential cells by signal, summed over array words and instances (netlist names) <==
register	count
toggle	1
ignore	1
led	8
D	32
twoSecondDelay	1
currentLed	4
count	32
timer	23
==> synth_stat cells (2+ instances only) <==
cell,number
or4_4,2
clkbuf_1,8
and3_1,12
a32o_1,17
a21o_1,2
nor2b_1,3
inv_1,27
a211oi_1,4
buf_2,6
a22oi_1,3
and2_1,7
or2_2,2
o21bai_1,5
nand2_1,43
a21oi_1,23
mux2i_1,17
nor3_1,14
o21ai_0,6
nor3_4,2
nand4_1,24
a32oi_1,7
buf_6,5
nor3_2,2
nand3_1,26
nor4_1,3
ha_1,40
nor4_2,5
nor2_1,79
xor2_1,36
xnor2_1,46
dfxtp_1,101
and4_1,3
buf_4,4
nor4b_1,2
==> layer usage <==
layer	vias up	GRT usage	routed length, µm
li1	2152	-	-
met1	1897	0.317	5460
met2	36	0.298	4350
met3	6	0.0360	269
met4	0	0.0157	80
met5	-	0	0
==> area by class of cell <==
class | instances | area (µm²)
repair buffers | 14 | 130
multi-input cells | 456 | 3240
well taps | 140 | 175
fillers | 991 | 4900
inverters | 27 | 101
clock inverters | 6 | 70.1
flip-flops and latches | 102 | 2050
clock buffers | 9 | 124
==> critical path, delay by kind of cell, from the launching register on <==
kind                     cells  cell delay, ps
AND/OR/NAND/NOR              7            1900
buffers and inverters        2             530
AND-OR/OR-AND                1             520
adder cells (fa/ha/maj)      2             490
flip-flops                   1             350
XOR/XNOR                     1              80
==> power by group <==
group / internal (W) / leakage, nW / switching (W)
clock: 0.000140 / 0.0936 / 0.000175
sequential: 0.000491 / 0.830 / 0.00000254
combinational: 0.00000683 / 1.56 / 0.00000848
==> layout by cell type (no fill, tap or decap), types with 4 or more instances in the layout <==
master           instances
clkdlybuf4s50_1         10
xnor2_1                 46
o21bai_1                 5
a211oi_1                 4
a32o_1                  17
a21oi_1                 23
and2_1                   7
clkbuf_8                 9
o21ai_0                  6
nor2_1                  79
inv_1                   27
mux2i_1                 17
buf_4                    4
nor4_2                   5
dfxtp_1                101
nand4_1                 24
nand2_1                 43
and3_1                  12
xor2_1                  36
nor3_1                  14
nand3_1                 26
a32oi_1                  7
ha_1                    40
Power figures rest on the tool's default switching activity, not on a simulated workload.
